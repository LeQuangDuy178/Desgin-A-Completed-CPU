==> flow/design.v <==
module mux41(b_reg, b_bus, b_sel, ext_data);
	input [7:0] b_reg;
	input logic [1:0] b_sel;
	output logic [7:0] b_bus;
	input [7:0] ext_data;  
	parameter gnd = 2'b00;
	always_comb begin
	case (b_sel)
		2'b00: b_bus = b_reg;
		2'b01: b_bus = gnd;
		2'b10: b_bus = gnd;
		2'b11: b_bus = ext_data;
		default: b_bus = 8'b0;
	endcase
	end
endmodule
==> flow/run.sh <==
#!/bin/bash
# OpenROAD 26Q1-2900-gdf79404cd8, Yosys 0.63+post, stock flow scripts
make -C /OpenROAD-flow-scripts/flow DESIGN_CONFIG=/design/flow/config.mk WORK_HOME=/design/flow/orfs finish
==> flow/config.mk <==
export PLATFORM = sky130hd
export DESIGN_NAME = mux41
export DESIGN_NICKNAME = mux41
export VERILOG_FILES = /design/flow/design.v
export SDC_FILE = /design/flow/constraint.sdc
export NUM_CORES = 4
export LEC_CHECK = 1
export CORE_AREA = 10 10 70 70
export DIE_AREA = 0 0 80 80
==> flow/constraint.sdc <==
current_design mux41

set clk_period 1.6
set clk_io_pct 0.2

create_clock -name clk0 -period $clk_period

set non_clock_inputs [all_inputs -no_clocks]
set_input_delay [expr $clk_period * $clk_io_pct] -clock clk0 $non_clock_inputs
set_output_delay [expr $clk_period * $clk_io_pct] -clock clk0 [all_outputs]
==> reports/summary.txt <==
Outcome: finished, final reports clean
Post-CTS sizing: 20
Die Size: 0.00640 mm^2
Yosys top cell by instances: a22o_1
Fp_density: 0.0275
Grt total ovfl: 0
Area delta synth->final: 323%
First-pass GRT wire length: 1.53 mm
Via Count: 201
Clock Buffer Count: 0
LEAKAGE: 0.168 nW
Fmax: 0.657 GHz
Startpoint types: input port
Min Tclk post-route: 1.52 ns
Setup crit end kind: output pin
YS chip area: 93.8 um^2
Cell Pwr Density: 204 mW/mm^2
CP delay by family, top: buffers and inverters
GPL Wtd Cong: 0.773
Post-synth top cells: a22o_1, and2_1, buf_6, nor2_2
Post-CTS setup buffers: 0
Initial antenna violation count: 1
Top cells by area: a22o_1, buf_6, and2_1
N_diodes: 0
Final setup fails: 0
Actual slew at the worst max-slew pin: 0.180 ns
# Cells Yosys: 11
Met3 routed WL: 268 um
Sw frac: 0.258
Clock share of power: 0
Slew headroom: 0.880
IO buf count: 26
Die Wd: 80 um
Via-per-instance ratio: 2.45
Starting DRT DRC Count: 8
Finished Layout Cells: 82
Slowest CP cell: dlygate4sd2_1
Most area-hungry cell type in the Yosys netlist: a22o_1
DR pass1 iterations: 2
Sw power: 20.9 uW
CP max FO: 8
Cell Rows: 21
Reg power frac: 0
Met2 WL: 384 um
Dominant cell area share: 0.747
Max-slew violations: 0
Distinct lib cells used: 4
Total tool warning count: 32
Int Pwr: 60.2 uW
Cts hold-fix bufs: 0
Largest net degree at the start of global routing: 9
Synth warn: 1
Antenna-violating nets left: 0
Hold/Removal Path Class: input port to output pin
Gr usage total: 0.0319
RSZ-0062 raised after global routing: no
WP data arrival: 1.20 ns
Placed cell area: 400 um^2
Fin crit share: 0.951
Synth Instances: 11
Design area: 397 um^2
Vias in the first global route: 246
WS Path Type: input port to output pin
Drt wl/cell: 12.4 um
Max Cap Viol: 0
Sequential cell area: 0 um^2
# IOs: 26
Crit path cell chain: clkdlybuf4s15_2 -> and2_4 -> a22o_1 -> dlygate4sd2_1
Maximum vdd drop: 0.0224 mV
WL met1: 364 um
Layout cells sized above 1: 0.111
Fin. Hold Viols: 0
WL final: 1.02 mm
Mapped cell area: 93.8 um^2
DR DRC count: 0
Mean Syn Cell Area: 8.53 um^2
Combinational Power Share: 1.000
Worst path max stage delay: 0.25 ns
Worst path required time: 1.28 ns
Die height: 80 um
Max Used Layer: met3
Core box area: 0.00342 mm^2
Worst Path Buf+Inv: 2
Register share after synthesis: 0
Registers: 0
Placed Cells: 82
==> cell usage in the layout (no fill, tap or decap), drive strengths merged <==
master and n:
clkdlybuf4s15 2, clkdlybuf4s50 13, nor2 1, and2 1, dlygate4sd2 11, a22o 8
==> kinds of logic (layout without fill, tap and decap cells) <==
logic type,Yosys count,after routing,synth area share
AND-OR/OR-AND,8,8,0.747
buffers and inverters,1,26,0.120
AND/OR/NAND/NOR,2,2,0.133
==> worst min-delay path, cell delays in order <==
cell and delay (ns):
dlygate4sd2_1 0.20, a22o_1 0.11, dlygate4sd2_1 0.20
==> per-stage QoR <==
step           TNS, ns  worst slack, ns   util  total power [mW]  hold slack [ns]
5_1_grt              0           0.0254  0.116            0.0901             1.18
4_1_cts              0           0.0651  0.116            0.0830             1.17
3_5_place_dp     -4.04           -0.523  0.117            0.0931             1.64
2_1_floorplan        0            0.503      -            0.0179            0.715
3_3_place_gp     -3.78           -0.482  0.117            0.0917             1.65
6_report             0           0.0784  0.116            0.0810             1.15
==> final cells by class <==
type | count | area, um^2
fill | 401 | 3020
tap | 46 | 57.6
multi-input combinational | 10 | 90.1
timing repair buffer | 26 | 249
==> power groups by stage <==
stage | sequential (mW) | combinational, mW | clock [mW]
final | 0 | 0.0810 | 0
after CTS | 0 | 0.0830 | 0
after global routing | 0 | 0.0901 | 0
==> path summary, 6_finish.rpt <==
check / startpoint / end / slack, ns / cells after the start
max: b_sel[0] / b_bus[3] / 0.08 / 4
min: b_reg[7] / b_bus[7] / 1.15 / 3
==> routing by layer <==
metal / track usage / vias to the layer above
met4: 0 / 0
met2: 0.0474 / 17
met5: 0 / -
met1: 0.0316 / 86
met3: 0.0352 / 0
li1: - / 98
Power and IR drop assume default switching activity.
