[config.mk]
export PLATFORM = sky130hd
export DESIGN_NAME = ALU
export DESIGN_NICKNAME = ALU
export VERILOG_FILES = /design/flow/design.v
export SDC_FILE = /design/flow/constraint.sdc
export NUM_CORES = 4
export LEC_CHECK = 1
export CORE_AREA = 10 10 107 107
export DIE_AREA = 0 0 117 117
[constraint.sdc]
current_design ALU

set clk_period 5.1
set clk_io_pct 0.2

create_clock -name clk0 -period $clk_period

set non_clock_inputs [all_inputs -no_clocks]
set_input_delay [expr $clk_period * $clk_io_pct] -clock clk0 $non_clock_inputs
set_output_delay [expr $clk_period * $clk_io_pct] -clock clk0 [all_outputs]
[design.v]
module ALU(A_bus,B_bus,F,C,CF,ZF);
	input [7:0] A_bus;
	input [7:0] B_bus;
	input [3:0] F;
	output logic [7:0] C;
	output logic CF;
	output logic ZF;																				
	logic [8:0] A_plus_1;
	logic [8:0] B_plus_1;
	logic [8:0] sum;
	assign A_plus_1 = A_bus + 1'b1;
	assign B_plus_1 = B_bus + 1'b1;
	assign sum = A_bus + B_bus;
	always_comb begin
		case (F)
		4'b0000:  
			begin
				C = A_bus;
				CF = 1'b0;
				ZF = (C == 8'b0) ? 1'b1 : 1'b0;
			end
			4'b0001:  
			begin
				C = B_bus;
				CF = 1'b0;
				ZF = (C == 8'b0) ? 1'b1 : 1'b0;
			end
			4'b0010:  
			begin
				C = A_plus_1;
				CF = A_plus_1[8];  
				ZF = (C == 8'b0) ? 1'b1 : 1'b0;
			end
			4'b0011:  
			begin
				C = B_plus_1;
				CF = B_plus_1[8];
				ZF = (C == 8'b0) ? 1'b1 : 1'b0;
			end
			4'b0100:  
			begin
				C = sum;
				CF = sum[8];
				ZF = (C == 8'b0) ? 1'b1 : 1'b0;
			end
			4'b0101:  
			begin
				C = A_bus - B_bus;
				CF = (A_bus < B_bus) ? 1'b1 : 1'b0;  
				ZF = (C == 8'b0) ? 1'b1 : 1'b0;
			end
			4'b0110:  
			begin
				C = A_bus & B_bus;
				CF = 1'b0;
				ZF = (C == 8'b0) ? 1'b1 : 1'b0;
			end
			4'b0111:  
			begin
				C = A_bus | B_bus;
				CF = 1'b0;
				ZF = (C == 8'b0) ? 1'b1 : 1'b0;
			end
			4'b1000:  
			begin
				C = A_bus >> 1;
				CF = 1'b0;
				ZF = (C == 8'b0) ? 1'b1 : 1'b0;
			end
			4'b1001:  
			begin
				C = A_bus << 1;
				CF = 1'b0;
				ZF = (C == 8'b0) ? 1'b1 : 1'b0;
			end
			default:  
			begin
				C = 8'b0;
				CF = 1'b0;
				ZF = 1'b0;
			end
		endcase
	end
endmodule
[run.sh]
#!/bin/bash
# OpenROAD 26Q1-2900-gdf79404cd8, Yosys 0.63+post, stock flow scripts
make -C /OpenROAD-flow-scripts/flow DESIGN_CONFIG=/design/flow/config.mk WORK_HOME=/design/flow/orfs finish
==> results.py <==
# Physical implementation metrics
metrics = {
    "timing": {
        "tightest_slew_ns": 0.4901,
        "tns_ns": 0,
        "finalCriticalPeriod_ns": 4.830,
        "fin_crit_sh_pct": 94.71,
        "fmax_mhz": 207.0,
        "setup_violations": 0,
        "hold_viol": 0,
        "fin_ws_ns": 0.2696,
        "drv_slew": 0,
        "rsz0062_at_grt": "no",
        "slew-limit-headroom_pct": 67.07,
    },
    "synth": {
        "synth_top_area_share_pct": 19.18,
        "synthCells": 268,
        "yosys-stat-area_um2": 1827,
        "top_cells_by_area": "ha_1, xnor2_1, nor3_1",
        "postSynthSeqShare_pct": 0,
        "syn_avg_cell_area_um2": 6.816,
        "netlist-cell-type-count": 46,
        "yosysWarnings": 1,
        "ys_cells": 268,
        "synth_area_um2": 1827,
        "yosysTopAreaCell": "ha_1",
    },
    "route": {
        "via_per_inst": 5.311,
        "wirelength_um": 7198,
        "wl_per_cell_um": 17.34,
        "drtIter0Drc": 225,
        "dr_total_vias": 2204,
        "diodes": 0,
        "drc": 0,
        "ant_nets": 0,
        "first_pass_iters": 5,
    },
    "placement": {
        "dp_hpwl_um": 5964,
        "place.gp.congestion": 1.026,
        "port_buffers": 30,
        "dpl_worst_slack_ns": 0.2763,
    },
    "die": {
        "die_area_um2": 13690,
        "rows": 35,
        "fp.dieH_um": 117,
        "core_um2": 9196,
        "io_pins": 30,
        "initCoreUtil_pct": 19.86,
        "die_w_um": 117,
    },
    "finish": {
        "clkbuf_count": 0,
        "register_area_um2": 0,
        "syn_to_final_growth_pct": 29.79,
        "drive_gt1_share_pct": 8.882,
        "logic_area_um2": 1692,
        "seq_cell_count": 0,
        "fillers": 1005,
    },
    "power": {
        "seqPwrFrac_pct": 0,
        "irDropWorstVdd_mv": 0.02087,
        "power_density_nw_per_um2": 91.64,
        "comb_power_share_pct": 100.0,
        "power_switching_uw": 116.4,
        "power.leakage_nw": 0.9295,
        "clkPwrFrac_pct": 0,
        "swShare_pct": 53.55,
        "internal_power_uw": 100.9,
    },
    "cts": {
        "postCtsResizedCells": 0,
        "post-cts-setup-buffer-count": 0,
        "hold_buffers": 0,
    },
    "worst_setup_path": {
        "crit_path_end_kind": "output pin",
        "required_ns": 4.08,
        "start_kind": "input port",
        "critPathMaxFanout": 7,
        "startpoint": "B_bus[0]",
        "worstPathArrival_ns": 3.81,
        "crit_type": "in2out",
    },
    "run": {
        "warnings": 50,
        "maxCapViolations": 0,
    },
    "worst_hold_path": {
        "hp-start": "F[1]",
        "hp-class": "in2out",
    },
    "grt": {
        "gr-total-overflow": 0,
        "grt_max_degree": 25,
        "grt_pass1_wl_um": 11370,
        "grt_pass1_vias": 2170,
        "grt_usage_pct": 10.41,
        "grt_antenna_before_repair": 0,
    },
    "status": {
        "status": "completed",
    },
}
==> metrics by stage <==
| stage | instance area [um2] | util, % | power [mW] | hold slack [ns] | instances |
|---|---|---|---|---|---|
| global placement | 2371 | 25.78 | 0.2159 | 3.249 | 415 |
| finish | 2371 | 25.78 | 0.2173 | 3.210 | 415 |
| floorplan | 1827 | - | 0.1244 | 2.125 | 268 |
| CTS | 2371 | 25.78 | 0.2152 | 3.243 | 415 |
| detailed placement | 2371 | 25.78 | 0.2139 | 3.241 | 415 |
| global route | 2371 | 25.78 | 0.2391 | 3.290 | 415 |
==> power groups by stage <==
stage                 Combinational (mW)  Sequential (mW)  Clock, mW
final                              0.217                0          0
after CTS                          0.215                0          0
after global routing               0.239                0          0
==> routing by layer <==
metal,routed length [um],track usage (%),up-vias,part of all wire [%]
met5,0,0,-,0
met4,185,2.636,0,2.6
li1,-,-,1074,-
met1,3077,13.62,1026,43
met2,3422,17.55,88,48
met3,513,1.548,16,7.1
==> kinds of logic after synthesis <==
kind of cell	synth area share, %
muxes	3.562
buffers and inverters	7.397
xor gates and xnor gates	11.99
AOI/OAI and AO/OA	25.69
and+or+nand+nor	30.00
adders and majority gates	21.37
==> synth_stat cells (all sizes together), types with 4 or more instances <==
library cell	n
xnor2	20
nand3	13
a22oi	4
nand2b	4
clkbuf	14
nor3	20
o22ai	7
a221o	5
nand2	18
inv	20
a31oi	4
o21bai	4
ha	28
xor2	5
o21ai	11
nor2	23
nand4	8
o221ai	4
o211ai	4
a21oi	12
==> cells in the final DEF (no fill, tap or decap), types with 2 or more instances in the layout <==
master,n
nor3b_1,2
xor2_1,5
nor4b_1,3
a21o_1,2
o21ai_0,11
a221oi_1,3
nor4_1,3
o211ai_1,4
o221ai_1,4
clkdlybuf4s50_1,30
nand2b_1,3
o22ai_1,7
a221o_1,5
buf_4,22
a22oi_1,4
nand2_1,18
a21oi_1,12
o21bai_1,4
ha_1,28
mux2i_1,2
and3_1,2
xnor2_1,20
inv_1,20
nand3b_1,3
nand3_1,13
a31oi_1,4
mux4_2,2
fa_1,2
nand4b_1,2
nand4_1,8
nor2_1,23
nor3_1,19
==> cell type report <==
cell class         instances  area share, %
repair buffers            52          19.63
well taps                111          5.858
inverters                 20          3.166
multi-input cells        232          71.35
==> path summary, 6_finish.rpt <==
path | endpoint | cells past startpoint
max | ZF | 8
min | C[0] | 3
==> worst max-delay path: stages <==
cell and delay (ns):
clkdlybuf4s50_1 0.62, ha_1 0.30, fa_1 0.46, or4_1 0.56, nor3_2 0.16, nand4_1 0.12, nand3_1 0.10, clkdlybuf4s50_1 0.46
No activity file was given, so power comes from the tool's default toggle rates.
