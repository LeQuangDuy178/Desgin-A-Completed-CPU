**flow/config.mk**
```make
export PLATFORM = sky130hd
export DESIGN_NAME = registers
export DESIGN_NICKNAME = registers
export VERILOG_FILES = /design/flow/design.v
export SDC_FILE = /design/flow/constraint.sdc
export NUM_CORES = 4
export LEC_CHECK = 1
export CORE_AREA = 10 10 104 104
export DIE_AREA = 0 0 114 114
```
**flow/constraint.sdc**
```tcl
current_design registers

set clk_period 1.1
set clk_io_pct 0.2

create_clock -name clk0 -period $clk_period [get_ports {clk}]

set non_clock_inputs [all_inputs -no_clocks]
set_input_delay [expr $clk_period * $clk_io_pct] -clock clk0 $non_clock_inputs
set_output_delay [expr $clk_period * $clk_io_pct] -clock clk0 [all_outputs]
```
**flow/design.v**
```verilog
module d_flipflop(C_in, clk, rstn, write_enb, reg_out);
	input clk, rstn;
	input write_enb;
	input [7:0] C_in;
	output logic [7:0] reg_out;
	always_ff@(posedge clk)
	begin
		if (!rstn)  
			reg_out <= 1'b0;
		else
			if (write_enb)  
				reg_out <= C_in;  
	end
endmodule
module registers (clk,rstn,write_a,write_b,write_o,C_in,A_reg,B_reg,OUT_reg);
	input clk, rstn;
	input write_a, write_b, write_o;
	input [7:0] C_in;
	output logic [7:0] A_reg, B_reg, OUT_reg;
	d_flipflop dff_A (
	 .clk(clk),
	 .rstn(rstn),
	 .C_in(C_in),
	 .reg_out(A_reg),
	 .write_enb(write_a)
	);
	d_flipflop dff_B (
	 .clk(clk),
	 .rstn(rstn),
	 .C_in(C_in),
	 .reg_out(B_reg),
	 .write_enb(write_b)
	);
	d_flipflop dff_OUT (
	 .clk(clk),
	 .rstn(rstn),
	 .C_in(C_in),
	 .reg_out(OUT_reg),
	 .write_enb(write_o)
	);
endmodule
```
**flow/run.sh**
```bash
#!/bin/bash
# OpenROAD 26Q1-2900-gdf79404cd8, Yosys 0.63+post, stock flow scripts
make -C /OpenROAD-flow-scripts/flow DESIGN_CONFIG=/design/flow/config.mk WORK_HOME=/design/flow/orfs finish
```
==> flow_summary.yaml <==
# flow metrics
critical_path:
  worst-endpoint-arrival_ns: 0.83
  cp-start-kind: "flip-flop"
  crit_slowest_cell: "dfxtp_2"
  critPathRequiredTime_ns: 0.88
  critPathTopFamily: "flip-flops"
  path_depth: 1
  path_class: "flip-flop to output port"
  r2r_start: "dff_A.reg_out[1]"
  cpPeakStageDelay_ns: 0.33
  worst-path-max-fanout: 2
  crit_buf_inv: 1
  path_cells: "dlygate4sd2_1"
  startpoint: "dff_A.reg_out[4]"
  reg2reg_depth: 3
  cp-end-kind: "output port"
finish:
  register_area_um2: 508
  final_cells: 226
  comb_area_um2: 390
  design_area_um2: 1530
  fillers: 973
  area_growth_pct: 67.2
  drive_above_1_share_pct: 27.1
  final_util_pct: 17.6
route:
  vias_per_cell: 2.88
  firstDrtPassIters: 2
  vias: 652
  antenna_cells: 0
  wl_per_cell_um: 12.2
  drt_iter0_drc: 3
  drc_errors: 0
  wl_um: 2760
  antenna_left: 0
pwr:
  p_total_mw: 2.00
  p_per_area_nw_per_um2: 1310
  peakVddDrop_uv: 656
  p_leak_nw: 0.665
status:
  status: "finished clean"
clock_network:
  clk_latency_ns: 0.26
  h-tree-depth: 1
  cts.reportedPaths.clkPinSlew_ns: 0.09
  cts_buffer_depth: 2
  cts_tree: "yes"
  cts-root-buf: "clkbuf_8"
  ctsHoldBuffers: 0
  clock_sinks: 24
  cts_buffers: 3
yosys:
  yosys_area_um2: 915
  synth_warnings: 1
  top_area_cell: "dfxtp_1"
  synth.area.top_cells: "dfxtp_1 (53%), mux2i_1 (26%), nor2b_1 (16%)"
  avgSynthCellArea_um2: 11.9
  postSynthCellCount: 77
  flop_cell: "dfxtp_1"
  common_cells: "dfxtp_1 (24), mux2i_1 (24), nor2b_1 (24)"
  synth_seq_share_pct: 52.5
  netlist_area_um2: 915
  edf_count: 0
  yosysUniqueCellTypes: 5
  ys_ff: 24
  synthDominantCellAreaShare_pct: 52.5
  yosys_cells: 77
  async_flop_share_pct: 0
global_route:
  grt_pass1_wl_um: 4150
  gr-usage-met2_pct: 6.19
  grtUsageMet1_pct: 5.55
  grt-busiest-layer: "met2"
  grt_overflow: 0
  gr-usage-met3_pct: 2.34
  track_usage_pct: 4.22
  grt_max_degree: 15
  first_global_vias: 682
  antenna_found_initial: 0
place:
  port_buffers: 36
  dp.cells: 221
  placed_area_um2: 1440
  dp_hpwl_um: 2130
  gp_congestion: 0.695
  place_ws_ns: -0.172
worst_hold_path:
  hold_path_class: "flip-flop to flip-flop"
  hp-start: "dff_A.reg_out[2]"
  hold_depth: 2
run:
  maxCapViolations: 0
  warning_count: 25
floorplan:
  die_height_um: 114
  rows: 34
  io_pins: 37
  die_x_um: 114
  core_um2: 8680
  floorplan.core_util_pct: 10.5
  die_area_um2: 13000
timing:
  worst_pin_slew_ns: 0.144
  relSlewSlack_pct: 90.1
  min_period_over_period_pct: 95.1
  layout_setup_ws_ns: 0.0538
  fmax_ghz: 0.956
  final_max_slew_viol_count: 0
  rsz0062_at_grt: "false"
  fin_crit_ns: 1.05
  fin_worst_skew_ns: 0
  final-hold-violation-count: 0
  finalSetupViolations: 0
[through the flow]
step,TNS (ns),hold slack [ns]
3_3_place_gp,-3.25,0.497
5_1_grt,0,0.534
2_1_floorplan,0,0.348
6_report,0,0.509
3_5_place_dp,-3.49,0.505
4_1_cts,0,0.515
[flip-flops by register name, summed over array words and instances (netlist names)]
| signal | count |
|---|---|
| dff_B.reg_out | 8 |
| dff_A.reg_out | 8 |
| dff_OUT.reg_out | 8 |
[area by class of cell]
cell class | count | share of cell area (%)
clock buffers | 3 | 2.70
clock inverters | 1 | 1.96
multi-input cells | 48 | 25.5
flip-flops and latches | 24 | 33.2
well taps | 108 | 8.84
repair buffers | 42 | 27.7
[layer usage]
layer	up-vias	share of wire, %
met5	-	0
met4	0	0.98
met3	2	11
met2	23	44
met1	292	44
li1	335	-
[logic make-up (layout without fill, tap and decap cells)]
family | after synthesis | in the layout | share of synthesized area, %
buffers and inverters | 5 | 46 | 4.79
DFF | 24 | 24 | 52.5
muxes | 24 | 24 | 26.3
and+or+nand+nor | 24 | 24 | 16.4
[path summary, 6_finish.rpt]
path	to	slack, ns
min	dff_A.reg_out[2]	0.51
max reg2reg	dff_A.reg_out[1]	0.39
min reg2reg	dff_A.reg_out[2]	0.51
max	A_reg[4]	0.05
[repair_timing]
action                                  in CTS  in global routing
resized                                     44                 11
buffers inserted                             1                  0
endpoints found under the setup margin      24                  9
[placed cells by master, fill, tap and decap left out]
cell             Yosys  layout
nor2b_1             24      24
buf_12               0       3
dfxtp_1             24       2
dlygate4sd2_1        0      15
clkdlybuf4s15_1      0       9
bufinv_16            0       1
dfxtp_2              0      22
clkbuf_8             0       3
clkdlybuf4s50_1      0      12
mux2i_1             24      24
buf_4                0       3
[worst reg2reg max path, delay by kind of cell (launching register included)]
kind	cells	cell delay, ns
multiplexers	1	0.11
buffers and inverters	1	0.12
AND/OR/NAND/NOR	1	0.06
flip-flops	1	0.32
[power by group]
group	switching (mW)	internal [mW]
registers	0.0246	0.929
clock network	0.289	0.486
logic	0.0944	0.180
Power is estimated from default activity; no workload was simulated.
